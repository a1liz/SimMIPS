==> /design/flow/design.v <==
`timescale 1ns / 1ps
module regfile(
	input wire 			clk,
	input wire          resetn,
	input wire  [ 3:0]  wen,
	input wire 	[ 4:0] 	raddr1,
	input wire 	[ 4:0] 	raddr2,
	input wire 	[ 4:0] 	waddr,
	input wire 	[31:0]  wdata,
	output reg 	[31:0] 	rdata1,
	output reg 	[31:0]  rdata2,
	input wire 	[ 4:0]  test_addr,
	output reg 	[31:0] 	test_data
);
	reg [31:0] rf[31:0];
	always @(posedge clk) 
	begin
	    if (!resetn)
	    begin
	       rf[ 0] <= 32'b0;
	       rf[ 1] <= 32'b0;
	       rf[ 2] <= 32'b0;
	       rf[ 3] <= 32'b0;
	       rf[ 4] <= 32'b0;
	       rf[ 5] <= 32'b0;
	       rf[ 6] <= 32'b0;
	       rf[ 7] <= 32'b0;
	       rf[ 8] <= 32'b0;
	       rf[ 9] <= 32'b0;
	       rf[10] <= 32'b0;
	       rf[11] <= 32'b0;
	       rf[12] <= 32'b0;
	       rf[13] <= 32'b0;
	       rf[14] <= 32'b0;
	       rf[15] <= 32'b0;
	       rf[16] <= 32'b0;
	       rf[17] <= 32'b0;
	       rf[18] <= 32'b0;
	       rf[19] <= 32'b0;
	       rf[20] <= 32'b0;
	       rf[21] <= 32'b0;
	       rf[22] <= 32'b0;
	       rf[23] <= 32'b0;
	       rf[24] <= 32'b0;
	       rf[25] <= 32'b0;
	       rf[26] <= 32'b0;
	       rf[27] <= 32'b0;
	       rf[28] <= 32'b0;
	       rf[29] <= 32'b0;
	       rf[30] <= 32'b0;
	       rf[31] <= 32'b0;
	    end
        if (wen[0])
		begin
			rf[waddr][7:0] <= wdata[7:0];
		end
        if (wen[1])
        begin
            rf[waddr][15:8] <= wdata[15:8]; 
        end
        if (wen[2])
        begin
            rf[waddr][23:16] <= wdata[23:16];
        end
        if (wen[3])
        begin
            rf[waddr][31:24] <= wdata[31:24];
        end
	end
	always @(*) 
	begin
		case (raddr1)
            5'd1 : rdata1 <= rf[1 ];
            5'd2 : rdata1 <= rf[2 ];
            5'd3 : rdata1 <= rf[3 ];
            5'd4 : rdata1 <= rf[4 ];
            5'd5 : rdata1 <= rf[5 ];
            5'd6 : rdata1 <= rf[6 ];
            5'd7 : rdata1 <= rf[7 ];
            5'd8 : rdata1 <= rf[8 ];
            5'd9 : rdata1 <= rf[9 ];
            5'd10: rdata1 <= rf[10];
            5'd11: rdata1 <= rf[11];
            5'd12: rdata1 <= rf[12];
            5'd13: rdata1 <= rf[13];
            5'd14: rdata1 <= rf[14];
            5'd15: rdata1 <= rf[15];
            5'd16: rdata1 <= rf[16];
            5'd17: rdata1 <= rf[17];
            5'd18: rdata1 <= rf[18];
            5'd19: rdata1 <= rf[19];
            5'd20: rdata1 <= rf[20];
            5'd21: rdata1 <= rf[21];
            5'd22: rdata1 <= rf[22];
            5'd23: rdata1 <= rf[23];
            5'd24: rdata1 <= rf[24];
            5'd25: rdata1 <= rf[25];
            5'd26: rdata1 <= rf[26];
            5'd27: rdata1 <= rf[27];
            5'd28: rdata1 <= rf[28];
            5'd29: rdata1 <= rf[29];
            5'd30: rdata1 <= rf[30];
            5'd31: rdata1 <= rf[31];
            default : rdata1 <= 32'd0;
        endcase
	end
	always @(*)
    begin
        case (raddr2)
            5'd1 : rdata2 <= rf[1 ];
            5'd2 : rdata2 <= rf[2 ];
            5'd3 : rdata2 <= rf[3 ];
            5'd4 : rdata2 <= rf[4 ];
            5'd5 : rdata2 <= rf[5 ];
            5'd6 : rdata2 <= rf[6 ];
            5'd7 : rdata2 <= rf[7 ];
            5'd8 : rdata2 <= rf[8 ];
            5'd9 : rdata2 <= rf[9 ];
            5'd10: rdata2 <= rf[10];
            5'd11: rdata2 <= rf[11];
            5'd12: rdata2 <= rf[12];
            5'd13: rdata2 <= rf[13];
            5'd14: rdata2 <= rf[14];
            5'd15: rdata2 <= rf[15];
            5'd16: rdata2 <= rf[16];
            5'd17: rdata2 <= rf[17];
            5'd18: rdata2 <= rf[18];
            5'd19: rdata2 <= rf[19];
            5'd20: rdata2 <= rf[20];
            5'd21: rdata2 <= rf[21];
            5'd22: rdata2 <= rf[22];
            5'd23: rdata2 <= rf[23];
            5'd24: rdata2 <= rf[24];
            5'd25: rdata2 <= rf[25];
            5'd26: rdata2 <= rf[26];
            5'd27: rdata2 <= rf[27];
            5'd28: rdata2 <= rf[28];
            5'd29: rdata2 <= rf[29];
            5'd30: rdata2 <= rf[30];
            5'd31: rdata2 <= rf[31];
            default : rdata2 <= 32'd0;
        endcase
    end
    always @(*)
    begin
        case (test_addr)
            5'd1 : test_data <= rf[1 ];
            5'd2 : test_data <= rf[2 ];
            5'd3 : test_data <= rf[3 ];
            5'd4 : test_data <= rf[4 ];
            5'd5 : test_data <= rf[5 ];
            5'd6 : test_data <= rf[6 ];
            5'd7 : test_data <= rf[7 ];
            5'd8 : test_data <= rf[8 ];
            5'd9 : test_data <= rf[9 ];
            5'd10: test_data <= rf[10];
            5'd11: test_data <= rf[11];
            5'd12: test_data <= rf[12];
            5'd13: test_data <= rf[13];
            5'd14: test_data <= rf[14];
            5'd15: test_data <= rf[15];
            5'd16: test_data <= rf[16];
            5'd17: test_data <= rf[17];
            5'd18: test_data <= rf[18];
            5'd19: test_data <= rf[19];
            5'd20: test_data <= rf[20];
            5'd21: test_data <= rf[21];
            5'd22: test_data <= rf[22];
            5'd23: test_data <= rf[23];
            5'd24: test_data <= rf[24];
            5'd25: test_data <= rf[25];
            5'd26: test_data <= rf[26];
            5'd27: test_data <= rf[27];
            5'd28: test_data <= rf[28];
            5'd29: test_data <= rf[29];
            5'd30: test_data <= rf[30];
            5'd31: test_data <= rf[31];
            default : test_data <= 32'd0;
        endcase
    end
endmodule    
==> /design/flow/run.sh <==
#!/bin/bash
# OpenROAD 26Q1-2900-gdf79404cd8, Yosys 0.63+post, stock flow scripts
make -C /OpenROAD-flow-scripts/flow DESIGN_CONFIG=/design/flow/config.mk WORK_HOME=/design/flow/orfs finish
==> /design/flow/config.mk <==
export PLATFORM = sky130hd
export DESIGN_NAME = regfile
export DESIGN_NICKNAME = regfile
export VERILOG_FILES = /design/flow/design.v
export SDC_FILE = /design/flow/constraint.sdc
export NUM_CORES = 4
export LEC_CHECK = 1
export CORE_UTILIZATION = 30
==> /design/flow/constraint.sdc <==
current_design regfile

set clk_period 7.9
set clk_io_pct 0.2

create_clock -name clk0 -period $clk_period [get_ports {clk}]

set non_clock_inputs [all_inputs -no_clocks]
set_input_delay [expr $clk_period * $clk_io_pct] -clock clk0 $non_clock_inputs
set_output_delay [expr $clk_period * $clk_io_pct] -clock clk0 [all_outputs]
==> out/metrics.cfg <==
[critical_path]
crit_type = in -> out
cp-startpoint = raddr2[1]
worstPathArrival_ns = 6.15
path_delay_family = simple AND/OR/NAND/NOR gates
path_depth = 8
required_ns = 6.32
critical-path-max-stage-delay_ns = 1.10
crit_path_cell_trace = clkdlybuf4s50_1, nor3b_2, and2_2, buf_4, a22oi_1, nand3_1, or4_1, clkdlybuf4s50_1
crit_path_frequent_cell = clkdlybuf4s50_1
slowest_stage = clkdlybuf4s50_1
cp-end-kind = output port
path_max_fanout = 16
critPathBufInv = 3
critPathCapture = rdata2[24]
cp-start-kind = input pin

[placed_design]
dpl.hpwl_um = 330000
dpl.cell_count = 8184
gp_congestion = 1.13
portBuffers = 153

[finish]
n_fill_cell = 19000
final_cells = 8507
regMostFlops = rf
drive_above_1_share_pct = 15.7
syn_to_final_growth_pct = 18.6
largest_register_ffs = 992
reg.largest.list = rf: 992 flops

[floorplanning]
ioPinCount = 154
chip_area_mm2 = 0.199
fp.coreArea_mm2 = 0.195
rows = 162
initial_core_util_pct = 30.3
die_width_um = 446
die_h_um = 446

[yosys]
synth-edff-count = 992
synth.top_cell.area_share_pct = 50.4
synth_seq_share_pct = 50.4
xor_share_pct = 0
synth_chip_area_mm2 = 0.0591
aoi_share_pct = 16.1
synth_stat.cells = 5609
synth_area_per_cell_um2 = 10.5
syn_area_mm2 = 0.0591
ys_ff = 992
synthMuxAreaShare_pct = 5.67
flop_cell = edfxtp_1
top_cells_by_count = 1169 x and3_1, 992 x edfxtp_1, 719 x a22oi_1, 575 x clkbuf_1, 331 x nand2_1
topCellsByArea = edfxtp_1 50%, and3_1 12%, a22oi_1 9.1%
top_logic_kind = simple AND/OR/NAND/NOR gates
synth-simple-area-share_pct = 23.0
syn_inst = 5609
most_common_cell = and3_1
yosys_warnings = 1
synthArstFlopShare_pct = 0
synth_cell_types = 60
fa_ha_area_share_pct = 0
synth_area_leader_cell = edfxtp_1

[global_route]
track_usage_pct = 50.6
grt_remaining_overflow = 0
grt_pass1_wl_um = 614000
grt_pass1_vias = 59000
grt_max_degree = 146
antenna_found_initial = 72

[power]
power_frac_comb_pct = 15.9
switchingPower_w = 0.00457
p_leak_nw = 27.9
clockPowerShare_pct = 38.6
p_int_w = 0.00984
swShare_pct = 31.7
p_seq_share_pct = 45.5
vdd_ir_drop_max_mv = 0.203
p_per_area_mw_per_mm2 = 206

[detailed_routing]
drt-initial-drc-count = 8558
drc = 0
wl_per_cell_um = 57.0
drt_first_pass_iters = 11
routed_wl_um = 485000
viasPerCell = 7.21
vias = 61300
ant_nets = 0

[cts]
htree_num_levels = 3
cts_tree = done
ctsHoldBuffers = 0
clock_sinks = 992
cts_setup_buffers = 0
cts_made_buffers = 120
clockBufferDepth = 3
clk_pin_slew_ns = 0.06
cts-resized-gates = 0
clock-root-buffer = clkbuf_16

[job]
maxCapViolations = 0
warnings = 40

[hold_path]
hp-start = wen[3]
hp-class = in -> reg

[sta]
rsz0062_at_grt = no
fin_tns_setup_ns = 0
hold-worst-slack_ns = 1.31
worst_slew_pin_slew_ns = 1.39
finalClockPeriodUsage_pct = 97.8
min_period_ns = 7.73
slew_violations = 0
finalHoldViolations = 0
setup_viol = 0
clock.fmax_mhz = 129
slew_headroom_pct = 6.82

[outcome]
status = complete, no violations

## metal layers
metal / vias up / global-route usage [%] / wire length [um]
li1: 22700 / - / -
met1: 30400 / 59.3 / 169000
met2: 6287 / 63.0 / 188000
met3: 1772 / 40.5 / 89600
met4: 71 / 30.6 / 36900
met5: - / 5.67 / 1350
## through the flow
stage	setup slack [ns]	utilization [%]	instance area [um2]	total power [W]
floorplan	2.97	-	59100	0.00719
global placement	0.0290	33.8	66000	0.00881
detailed placement	0.117	33.8	66000	0.00877
CTS	0.115	35.7	69800	0.0142
global route	0.491	35.8	69800	0.0145
finish	0.170	35.9	70000	0.0144
## how the worst min path moves through the flow
stage,to,slack (ns),cells after the start
4_1_cts,rf[31][28],1.28,2
5_1_grt,rf[24][28],1.32,2
6_report,rf[31][28],1.31,2
## cells in the final DEF, fill, tap and decap left out, types with 13 or more instances in the layout
cell type	instances
and3_1	1168
edfxtp_1	992
a22oi_1	719
buf_4	462
nand2_1	331
nand3_1	276
mux2i_1	186
nand4_1	183
clkdlybuf4s50_1	137
clkbuf_16	122
diode_2	107
a22o_1	103
nor2_1	85
a21oi_1	85
nor2_4	58
a2111oi_0	56
or4_1	51
o2bb2ai_1	51
mux4_2	48
a221oi_1	47
or3_1	46
buf_12	43
mux2_2	36
o22ai_1	35
o21ai_0	32
a222oi_1	32
clkinv_1	27
a32oi_1	22
o211ai_1	22
clkbuf_1	21
and2_2	18
nand3b_1	17
o2111ai_1	17
and4_1	15
clkinv_2	15
nor2_2	14
clkinvlp_4	14
nor4_1	13
## kinds of logic after synthesis
| group | after synthesis |
|---|---|
| AOI/OAI and AO/OA | 1248 |
| and+or+nand+nor | 2388 |
| DFF | 992 |
| muxes | 270 |
| buffers and inverters | 711 |
## power by group through the flow
| stage | logic, W | registers, W | clock network [W] |
|---|---|---|---|
| 6_report | 0.00229 | 0.00656 | 0.00556 |
| 4_1_cts | 0.00215 | 0.00652 | 0.00557 |
| 5_1_grt | 0.00225 | 0.00656 | 0.00573 |
## cell type report
type                       instances  area, um2  area share [%]
sequential                       992      29800            42.5
multi-input combinational       3906      27100            38.7
timing repair buffer             655       5810            8.29
tap                             2624       3280            4.69
clock buffer                     143       3130            4.47
clock inverter                    73        608           0.868
antenna                          107        268           0.382
inverter                           7       26.3          0.0375
No activity file was given, so power comes from the tool's default toggle rates.
